==> design/flow/design.v <==
`timescale 1ns / 1ps
module debouncer(
    input clk,
    input [3:0] button,
    output reg [3:0] debounced_button
    );
    reg [30:0] count0;
    reg [30:0] count1;
    reg [30:0] count2;
    reg [30:0] count3;
    always @(posedge clk) begin
        if (button [0]) begin
            count0 <= count0 + 1;
            if (count0 == 12500000) begin   
                debounced_button[0] <= 1;
            end
        end else begin
            count0 <= 0;
            debounced_button[0] <= 0;
        end
        if (button [1]) begin
            count1 <= count1 + 1;
            if (count1 == 12500000) begin   
                debounced_button[1] <= 1;
            end
        end else begin
            count1 <= 0;
            debounced_button[1] <= 0;
        end
        if (button [2]) begin
            count2 <= count2 + 1;
            if (count2 == 12500000) begin   
                debounced_button[2] <= 1;
            end
        end else begin
            count2 <= 0;
            debounced_button[2] <= 0;
        end
        if (button [3]) begin
            count3 <= count3 + 1;
            if (count3 == 12500000) begin   
                debounced_button[3] <= 1;
            end
        end else begin
            count3 <= 0;
            debounced_button[3] <= 0;
        end
    end
endmodule
==> design/flow/run.sh <==
#!/bin/bash
# OpenROAD 26Q1-2900-gdf79404cd8, Yosys 0.63+post, stock flow scripts
make -C /OpenROAD-flow-scripts/flow DESIGN_CONFIG=/design/flow/config.mk WORK_HOME=/design/flow/orfs finish
==> design/flow/config.mk <==
export PLATFORM = sky130hd
export DESIGN_NAME = debouncer
export DESIGN_NICKNAME = debouncer
export VERILOG_FILES = /design/flow/design.v
export SDC_FILE = /design/flow/constraint.sdc
export NUM_CORES = 4
export LEC_CHECK = 1
export CORE_UTILIZATION = 30
==> design/flow/constraint.sdc <==
current_design debouncer

set clk_period 5.1
set clk_io_pct 0.2

create_clock -name clk0 -period $clk_period [get_ports {clk}]

set non_clock_inputs [all_inputs -no_clocks]
set_input_delay [expr $clk_period * $clk_io_pct] -clock clk0 $non_clock_inputs
set_output_delay [expr $clk_period * $clk_io_pct] -clock clk0 [all_outputs]
==> impl_metrics.env <==
# yosys + openroad results
export IMPL_dpl_instance_area_um2=6420
export IMPL_ys_cells=727
export IMPL_fin_skew_ns=0.00652
export IMPL_final_area_um2=7030
export IMPL_tns_ns=0
export IMPL_power_leakage_nw=2.13
export IMPL_r2r_cells=4
export IMPL_postSynthSeqShare_pct=41.6
export IMPL_core_area_um2=20200
export IMPL_ys_types=38
export IMPL_power_frac_seq_pct=44.2
export IMPL_numCtsBuffers=17
export IMPL_grt_overflow_total=0
export IMPL_crit_start="button[1]"
export IMPL_die_area_um2=21100
export IMPL_synthCells=727
export IMPL_hpwl_mm=7.86
export IMPL_min_period_ns=2.36
export IMPL_cts_setup_buffers=0
export IMPL_synthFlopType="dfxtp_1"
export IMPL_post_route_period_util_pct=46.2
export IMPL_openroad_warnings=29
export IMPL_post_cts_resized=0
export IMPL_cp_start_kind="input port"
export IMPL_synthArstFlopShare_pct=0
export IMPL_wl_per_cell_um=12.3
export IMPL_finalMaxSlewViolations=0
export IMPL_critPathKind="in2reg"
export IMPL_fp_util_pct=30.5
export IMPL_drive_gt1_share_pct=5.08
export IMPL_switching_share_pct=19.8
export IMPL_drt_iter0_drc=304
export IMPL_status="finished, final reports clean"
export IMPL_worstHoldPathType="reg2reg"
export IMPL_r2r_start="count0[2]"
export IMPL_ctsLongestPathBuffers=2
export IMPL_die_width_um=145
export IMPL_clock_fmax_mhz=424
export IMPL_clockPowerShare_pct=53.9
export IMPL_switchingPower_uw=455
export IMPL_setup_violations=0
export IMPL_clock_latency_late_pin_ns=0.41
export IMPL_hold_buffers=0
export IMPL_via_count=5157
export IMPL_drv_cap=0
export IMPL_track_usage_pct=12.4
export IMPL_holdCritStartpoint="count3[0]"
export IMPL_hold_depth=1
export IMPL_gp_congestion=0.804
export IMPL_comb_area_um2=3340
export IMPL_cts_tree="built"
export IMPL_drt_total_wl_mm=12.3
export IMPL_cts_root_buf="clkbuf_16"
export IMPL_htree_levels=4
export IMPL_num_rows=52
export IMPL_ant_nets=0
export IMPL_arrival_ns=2.67
export IMPL_nFillCells=2008
export IMPL_peakVddDrop_mv=0.167
export IMPL_edf_count=0
export IMPL_synth_flops=128
export IMPL_p_per_area_nw_per_um2=328
export IMPL_crit_required_ns=5.41
export IMPL_hold_end="count3[0]"
export IMPL_route_detailed_drc=0
export IMPL_grt_setup_unrepaired="false"
export IMPL_area_growth_pct=14.2
export IMPL_clock_sinks=128
export IMPL_clk_pin_slew_ns=0.05
export IMPL_ys_area_um2=6150
export IMPL_r2r_slack_ns=2.81
export IMPL_insertedDiodeCount=0
export IMPL_grt_pass1_vias=4744
export IMPL_p_comb_share_pct=1.9
export IMPL_grt_first_pass_wirelength_mm=22.2
export IMPL_syn_area_um2=6150
export IMPL_die_y_um=145
export IMPL_crit_path_end_kind="flip-flop"
export IMPL_syn_area_per_cell_um2=8.46
export IMPL_seqCellArea_um2=2560
export IMPL_worstReg2RegEnd="count0[29]"
export IMPL_max_slew_margin_pct=46.5
export IMPL_p_int_mw=1.85
export IMPL_critPathMaxFanout=27
export IMPL_grt_antenna_before_repair=0
export IMPL_pin_count=9
export IMPL_dr_pass1_iters=4
export IMPL_grt_max_degree=31
export IMPL_yosys_warnings=1
export IMPL_drt_vias_per_instance=5.16
export IMPL_worst_pin_slew_ns=0.798
export IMPL_hold_viol=0
export IMPL_port_buffers=8
-- synthesized netlist by cell type (12+ instances only) --
cell type | n | share of area [%]
inv_1 | 22 | 1.3
xor2_1 | 25 | 3.6
nor2_1 | 55 | 3.4
nand4_1 | 40 | 4.1
and4_1 | 12 | 1.7
a21oi_1 | 64 | 5.2
or3_1 | 25 | 2.5
and2_1 | 15 | 1.5
or4_1 | 51 | 6.2
nor4_1 | 21 | 2.1
nand3_1 | 37 | 3.0
nand2_1 | 54 | 3.3
xnor2_1 | 20 | 2.8
clkbuf_1 | 27 | 1.6
dfxtp_1 | 128 | 42
o21ai_0 | 17 | 1.4
o31ai_1 | 46 | 5.6
-- registers in the layout (all words and copies together) (netlist names) --
| signal | flops |
|---|---|
| count0 | 31 |
| count1 | 31 |
| count2 | 31 |
| count3 | 31 |
| debounced_button | 4 |
-- cell families (layout without fill, tap and decap cells) --
kind of cell               count (synthesis)  after routing  share of synthesized area (%)
AOI/OAI and AO/OA                        138            138                           13.7
muxes                                      4              4                          0.651
adders and majority gates                  8              8                           1.63
and+or+nand+nor                          343            343                           32.0
buffers and inverters                     61             63                           4.03
DFF                                      128            128                           41.6
xor gates and xnor gates                  45             45                           6.41
-- metal layers --
metal / global-route usage (%) / vias up / part of all wire (%)
li1: - / 2707 / -
met1: 18.7 / 2383 / 51
met2: 19.2 / 54 / 44
met3: 2.18 / 13 / 2.9
met4: 1.84 / 0 / 1.4
met5: 0 / - / 0
-- per-stage QoR --
stage | power (mW) | cells | worst slack [ns] | utilization (%) | hold WS, ns
after floorplan | 1.07 | 727 | 3.13 | - | 0.418
after global placement | 1.08 | 970 | 2.34 | 31.9 | 0.438
after detailed placement | 1.08 | 970 | 2.31 | 31.9 | 0.450
after CTS | 2.33 | 999 | 2.74 | 34.9 | 0.457
after global routing | 2.39 | 999 | 2.54 | 34.9 | 0.488
final | 2.30 | 999 | 2.74 | 34.9 | 0.459
-- how the worst max path moves through the flow --
stage / depth (start not counted) / to / slack (ns)
after CTS: 3 / count1[16] / 2.74
after global routing: 3 / count1[16] / 2.54
final: 3 / count1[16] / 2.74
-- area by class of cell --
type,count,share of cell area [%]
sequential,128,36.5
clock buffer,24,7.14
inverter,25,1.33
clock inverter,5,1.46
tap,270,4.81
timing repair buffer,9,1.25
multi-input combinational,538,47.6
-- layout by cell type, fill, tap and decap left out, types with 2 or more instances in the layout --
cell,n
nand2_1,54
xor2_1,25
ha_1,8
o311ai_0,2
nor3_1,3
o21ai_0,17
clkbuf_16,17
mux2i_1,4
dfxtp_1,128
nor4b_1,7
nand3_1,37
and3_1,10
inv_2,2
or3_1,25
nor2_1,55
nor4_1,21
nand4_1,40
and2_1,15
nand4_2,2
nand2b_1,6
bufinv_16,3
clkdlybuf4s50_1,8
inv_1,22
and4_1,12
clkbuf_8,5
xnor2_1,20
o31ai_1,46
or4_1,51
o41ai_1,3
a21oi_1,64
o21a_1,5
clkbuf_1,2
-- power groups by stage --
| stage | Combinational [mW] | Sequential, mW | Clock, mW |
|---|---|---|---|
| after CTS | 0.0450 | 1.02 | 1.27 |
| after global routing | 0.0500 | 1.02 | 1.32 |
| final | 0.0439 | 1.02 | 1.24 |
-- worst max-delay path: stages --
cell and delay [ns]:
clkdlybuf4s50_1 0.61, clkinv_1 0.69, a21oi_1 0.34
No activity file was given, so power comes from the tool's default toggle rates.
