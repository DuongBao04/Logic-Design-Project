**design/flow/config.mk**
```make
export PLATFORM = sky130hd
export DESIGN_NAME = clock
export DESIGN_NICKNAME = clock
export VERILOG_FILES = /design/flow/design.v
export SDC_FILE = /design/flow/constraint.sdc
export NUM_CORES = 4
export LEC_CHECK = 1
export CORE_UTILIZATION = 30
```
**design/flow/design.v**
```verilog
`timescale 1ns / 1ps
module clock(
    input clk,
    input reset,
    input alarm_ready,
    input setup_ready,
    input [6:0] alarm_hour,
    input [6:0] alarm_minute,
    input [6:0] setup_hour,
    input [6:0] setup_minute,
    output reg [6:0] hour,
    output reg [6:0] minute,
    output reg [6:0] second,
    output reg [6:0] hundredth,
    output reg alarm_ring
);
    reg [29:0] count = 30'd0;
    reg setup_ready_sync, alarm_ready_sync;
    always @(posedge clk or posedge reset) begin
        if (reset) begin
            setup_ready_sync <= 0;
            alarm_ready_sync <= 0;
        end else begin
            setup_ready_sync <= setup_ready;
            alarm_ready_sync <= alarm_ready;
        end
    end
    always @(posedge clk) begin
        if (reset) 
            alarm_ring <= 0;
        else if (alarm_ready_sync && (hour == alarm_hour) && (minute == alarm_minute))
            alarm_ring <= 1;
        else 
            alarm_ring <= 0;
    end
    always @(posedge clk or posedge reset) begin
        if (reset) begin
            hour <= 7'd0;
            minute <= 7'd0;
            second <= 7'd0;
            hundredth <= 7'd0;
            count <= 30'd0;
        end else if (setup_ready_sync) begin
            hour <= setup_hour;
            minute <= setup_minute;
            second <= 7'd0;
            hundredth <= 7'd0;
            count <= 30'd0;
        end else begin
            if (count == 1250000) begin
                count <= 0;
                if (hundredth == 7'd99) begin
                    hundredth <= 7'd0;
                    if (second == 7'd59) begin
                        second <= 0;
                        if (minute == 7'd59) begin
                            minute <= 0;
                            if (hour == 7'd23) 
                                hour <= 0;
                            else 
                                hour <= hour + 1;
                        end else 
                            minute <= minute + 1;
                    end else 
                        second <= second + 1;
                end else 
                    hundredth <= hundredth + 1;
            end else 
                count <= count + 1; 
        end        
    end
endmodule
```
**design/flow/constraint.sdc**
```tcl
current_design clock

set clk_period 5.1
set clk_io_pct 0.2

create_clock -name clk0 -period $clk_period [get_ports {clk}]

set non_clock_inputs [all_inputs -no_clocks]
set_input_delay [expr $clk_period * $clk_io_pct] -clock clk0 $non_clock_inputs
set_output_delay [expr $clk_period * $clk_io_pct] -clock clk0 [all_outputs]
```
**design/flow/run.sh**
```bash
#!/bin/bash
# OpenROAD 26Q1-2900-gdf79404cd8, Yosys 0.63+post, stock flow scripts
make -C /OpenROAD-flow-scripts/flow DESIGN_CONFIG=/design/flow/config.mk WORK_HOME=/design/flow/orfs finish
```
==> Slide: Implementation Results <==
Physical Implementation Snapshot

Worst setup path
  • Worst Path Buf+Inv: 1
  • Required @ worst endpoint: 5350 ps
  • Crit Path Category: reg -> reg
  • CP max FO: 21
  • Family with the most delay on the worst path: AND-OR/OR-AND gates
  • Startpoint type of the worst setup path: register
  • Crit end category: register
  • Critical Path AT: 2830 ps
  • CP peak stage delay: 780 ps
  • Max stage delay cell, worst path: o41a_1
  • Crit-path cells: inv_1 -> ha_1 -> nor4b_2 -> nand4_1 -> o41a_1 -> nand2b_1 -> o21ai_1

Route
  • 1st-iter DRT viols: 142
  • Drt via density: 5.09
  • Drt pass-1 iters: 4
  • Wire per inst: 14.6 um
  • # DRC: 0
  • Antenna diodes: 0
  • Routed vias: 2994
  • Wirelength, routed: 8.61 mm
  • ANT nets after route: 0

Place
  • Dpl cell area: 4200 sq um
  • DP Wirelength: 5.78 mm
  • Gpl congestion: 0.805
  • Port-buffer cells: 60
  • Dpl ws: 2560 ps

Global route
  • Pin count of the biggest net entering global routing: 61
  • Vias in the first global route: 2917
  • First-pass GRT wire length: 14.4 mm
  • GRT Total Usage: 15.6%
  • Grt ovf: 0
  • Initial antenna violation count: 0

Clock network
  • Post-CTS sizing: 0
  • H-tree depth: 3
  • Max clock buf depth: 2
  • CTS Sinks: 61
  • Reg clk slew, reported paths: 60 ps
  • TritonCTS clock tree: done
  • Total CTS buffers: 9
  • Post-CTS Setup Bufs: 0
  • Clk root buf: clkbuf_16
  • Hold-fix buffers, CTS: 0
  • Clock latency on the worst-skew pair: 330 ps

Synthesis
  • Post-synth top area cell: dfrtp_1
  • Synthesized area per cell: 9.02 sq um
  • Main flop type after synthesis: dfrtp_1
  • Post-synth cell types: 45
  • Post-synthesis cell count from yosys: 383
  • Ys Warns: 1
  • Seq/Total Area, Yosys: 44.1%
  • Count of library flops with an enable pin: 0
  • FF+latch count, synth: 61
  • Async set-reset flop share out of synthesis: 98.4%
  • Post-synthesis instance area: 3450 sq um
  • Top cells, area: dfrtp_1 43%, nor2_1 6.2%, xor2_1 5.6%
  • Count leader, synth: dfrtp_1
  • Syn Inst Count: 383
  • Area share, top type: 43.5%
  • Commonest cells post-synth: 60 x dfrtp_1, 57 x nor2_1, 32 x nand3_1
  • Synthesis area per yosys: 3450 sq um

Floorplanning
  • Row cnt: 38
  • Fp util: 31.3%
  • Die W: 109 um
  • Placeable Area: 11000 sq um
  • Die extent in y: 109 um
  • Io pins: 61
  • Full die area: 11900 sq um

Final layout
  • Area growth, synth to finish: 30.6%
  • Layout cells sized above 1: 6.92%
  • Design Area, Final: 4510 sq um

Final timing
  • RSZ-0062 raised after global routing: false
  • Final hold slack: 491 ps
  • Worst-Margin Slew: 883 ps
  • Final Max Slew Viols: 0
  • PnR worst setup slack: 2520 ps
  • Clk_skew: 9.79 ps
  • Final hold violations: 0
  • Max frequency: 388 MHz
  • Final min period: 2580 ps
  • Max_slew headroom: 40.9%
  • Final Setup Violations: 0
  • Cycle use final: 50.5%
  • Setup TNS: 0 ps

Run
  • Max Cap Viol: 0
  • Tool warnings: 26

Status
  • Status: finished clean

Pwr
  • Peak supply drop: 0.000153 V
  • P per Cell Area: 297 nW/um^2
  • Total leakage power: 0.00179 uW

Worst hold path
  • Worst hold path class: reg -> reg
==> final cells by class <==
cell class	count	area (sq um)
Fill cell	1054	6520
Multi-Input combinational cell	300	1850
Sequential cell	61	1520
Timing Repair Buffer	64	631
Clock buffer	11	253
Tap cell	140	175
Clock inverter	5	58.8
Inverter	7	26.3
==> cells in the final DEF, fill, tap and decap left out, drive strengths merged, types with 3 or more instances in the layout <==
cell type      count
dfrtp             60
clkdlybuf4s50     60
nor2              57
nand3             32
o21ai             27
nand2             25
xor2              22
xnor2             21
nand4             20
and3              11
clkbuf            11
a21oi             10
nor4               8
nor3               7
inv                7
and2               6
o31ai              6
and4               6
ha                 6
nor4b              5
a31oi              4
buf                4
mux2i              3
==> per-stage QoR <==
stage          power, uW  util [%]  instances
2_1_floorplan        627         -        383
3_3_place_gp         716      38.1        572
3_5_place_dp         718      38.1        572
4_1_cts             1360      40.9        588
5_1_grt             1400      40.9        588
6_report            1340      40.9        588
==> cell families (layout without fill, tap and decap cells) <==
| family | count (synthesis) | in the layout | share of synthesized area (%) |
|---|---|---|---|
| buffers and inverters | 22 | 87 | 2.61 |
| xor gates and xnor gates | 43 | 43 | 10.9 |
| adders and majority gates | 6 | 6 | 2.17 |
| AOI/OAI and AO/OA | 58 | 58 | 10.1 |
| muxes | 3 | 3 | 0.870 |
| DFF | 61 | 61 | 44.1 |
| and+or+nand+nor | 190 | 190 | 29.2 |
==> path summary, 6_finish.rpt <==
check / to / slack [ps] / start / cells after the start
max: hour[2]$_DFFE_PP0P_ / 2520 / count[0]$_DFF_PP0_ / 7
min: count[0]$_DFF_PP0_ / 490 / count[0]$_DFF_PP0_ / 1
max reg2reg: hour[2]$_DFFE_PP0P_ / 2520 / count[0]$_DFF_PP0_ / 7
min reg2reg: count[0]$_DFF_PP0_ / 490 / count[0]$_DFF_PP0_ / 1
max in group asynchronous: count[5]$_DFF_PP0_ / 3280 / reset / 3
min in group asynchronous: setup_ready_sync$_DFF_PP0_ / 1280 / reset / 3
==> registers in the layout, summed over array words and instances, names as in the netlist <==
signal and count:
count 30, second 7, alarm_ready_sync 1, hundredth 7, hour 7, alarm_ring 1, minute 7, setup_ready_sync 1
==> where the power goes <==
| part | total [uW] | internal [uW] | switching [uW] | leakage (uW) |
|---|---|---|---|---|
| sequential | 547 | 506 | 41.2 | 0.000811 |
| clock | 629 | 404 | 225 | 0.000148 |
| combinational | 163 | 96.1 | 66.5 | 0.000835 |
| total | 1340 | 1010 | 332 | 0.00179 |
==> metal layers <==
layer	global-route usage (%)	wire [um]
met4	1.71	113
met3	3.14	597
met5	0	0
met2	24.9	3910
met1	23.2	3980
Power is estimated from default activity; no workload was simulated.
