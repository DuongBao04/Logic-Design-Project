==> /design/flow/design.v <==
`timescale 1ns / 1ps
module count_up(
    input clk,             
    input start,            
    input reset,
    input save_time_signal,
    input load_time_signal,
    input [1:0] slot,
    output reg [6:0] hour,
    output reg [6:0] minute,
    output reg [6:0] second,
    output reg [6:0] hundredth         
);
    reg start_sync;
    reg [29:0] count;
    reg [6:0] stored_hour[2:0];  
    reg [6:0] stored_minute[2:0];    
    reg [6:0] stored_second[2:0];     
    reg [6:0] stored_hundredth[2:0]; 
    always @(posedge clk) begin
        if (save_time_signal) start_sync <= 0;
        else if (load_time_signal) start_sync <= 0;
        else 
            start_sync <= start;
    end 
    always @(posedge clk) begin
        if (reset) begin
            hour <= 7'd0;
            minute <= 7'd0;
            second <= 7'd0;
            hundredth <= 7'd0;
            count <= 30'd0;
        end else begin
            if (save_time_signal) begin
                stored_hour[slot] <= hour;
                stored_minute[slot] <= minute;
                stored_second[slot] <= second;
                stored_hundredth[slot] <= hundredth;
            end
            if (load_time_signal) begin
                hour <= stored_hour[slot];
                minute <= stored_minute[slot];
                second <= stored_second[slot];
                hundredth <= stored_hundredth[slot];
            end
            if (start_sync) begin
                if (count == 1250000) begin  
                    count <= 0;
                    if (hundredth == 7'd99) begin
                        hundredth <= 7'd0;
                        if (second == 7'd59) begin
                            second <= 0;
                            if(minute == 7'd59) begin
                                minute <= 0;
                                if(hour == 7'd23) begin
                                    hour <= 0;
                                end
                                else hour <= hour + 1;
                            end
                            else minute <= minute + 1;
                        end
                        else second <= second + 1;
                    end 
                    else hundredth <= hundredth + 1;
                end 
                else count <= count + 1;  
            end
        end
    end
endmodule
==> /design/flow/run.sh <==
#!/bin/bash
# OpenROAD 26Q1-2900-gdf79404cd8, Yosys 0.63+post, stock flow scripts
make -C /OpenROAD-flow-scripts/flow DESIGN_CONFIG=/design/flow/config.mk WORK_HOME=/design/flow/orfs finish
==> /design/flow/config.mk <==
export PLATFORM = sky130hd
export DESIGN_NAME = count_up
export DESIGN_NICKNAME = count_up
export VERILOG_FILES = /design/flow/design.v
export SDC_FILE = /design/flow/constraint.sdc
export NUM_CORES = 4
export LEC_CHECK = 1
export CORE_UTILIZATION = 40
==> /design/flow/constraint.sdc <==
current_design count_up

set clk_period 7.8
set clk_io_pct 0.2

create_clock -name clk0 -period $clk_period [get_ports {clk}]

set non_clock_inputs [all_inputs -no_clocks]
set_input_delay [expr $clk_period * $clk_io_pct] -clock clk0 $non_clock_inputs
set_output_delay [expr $clk_period * $clk_io_pct] -clock clk0 [all_outputs]
==> changes_impl.md <==
### Changed

- Clock transition at the registers of the reported paths: around 0.060 ns
- Ys flop type: edfxtp_1
- Hold path cells: 2
- Fraction of layout cells with a size suffix above 1: between 10% and 20%
- Clock Tree Root: clkbuf_16
- Core area: between 15000 and 20000 µm²
- Top cells, area: edfxtp_1 (39%), dfxtp_1 (18%), mux2i_1 (6.5%), nand2_1 (3.0%), nor2_1 (2.9%)
- Mux share: ~8%
- CTS tree: yes
- Worst r2r src: second[0]
- Io pins: 35
- Seq share, synth: a little under three fifths
- Placed cell areas: 7080 µm²
- Synth logic family: simple AND/OR/NAND/NOR gates
- RSZ-0062 raised after global routing: false
- Initial antenna violation count: 0
- DRC Markers: 0
- Ys flops: 143
- Largest net degree at the start of global routing: 58
- Die Width: 130 µm
- IO buf count: 34
- FP Core Util: ~40%
- Die Span Y: about 130 µm
- Period minus WS final: approximately 3.4 ns
- Rel. slew slack: 39.0%
- Final Hold Vio Count: 0
- Max-Cap Viols: 0
- Area delta synth->final: 17.5%
- Mapped Area: 6510 µm²
- Fmax: about 290 MHz
- Log Warnings: 26
- DP Cell Count: 801
- Antenna cells: 0
- DP HPWL: 7.83 mm
- Vias: around 4.3k
- Max Root-Sink Buffers: 2
- Hold path endpoint: count[29]
- Routed wire length: between 10 and 15 mm
- Setup Buffers After CTS: 0
- Cell area power density: 222 nW/µm²
- Commonest cells after routing, fill and taps aside: edfxtp_1 (84), dfxtp_1 (59), nand2_1 (52)
- Clk sinks: roughly 140
- Crit path required time: between 7 and 8 ns
- Simple-Gate Area Share: 19.6%
- Leak: ~2.6 nW
- Post-route insts no fill: 833
- Arrival time of the worst setup path: 3.52 ns
- Hold buffers post-CTS: 0
- Aoi share: 8.06%
- CP max FO: 21
- Cells after Synth: between 500 and 600
- YS warnings: 1
- Chip area: approximately 17000 µm²
- Rows: roughly 46
- Dominant logic cell type in the layout: edfxtp_1
- Slew Viols, Final: 0
- Latency at later pin: roughly 0.42 ns
- CTS resizes: 0
- Yosys top cell by area: edfxtp_1
- Yosys cell count: roughly 570
- GR Overflow Total: 0
- Worst vdd ir: roughly 0.14 mV
- TNS Setup: 0 ns
- Startpoint type of the worst setup path: primary input
- Critical path class: in -> reg
- R2r setup slk: around 5.2 ns
- CP Capture Type: register
- Reg2Reg Depth: 6
- Endpoints failing setup: 0
- Dominant cell area share: between 30% and 40%
- GRT Util Overall: between 10% and 20%
- Final Util: between 40% and 50%
- Design Area, Final: about 7600 µm²
- Starting DRT DRC Count: 220
- Post-DR wirelength/cell: ~15 µm
- Vias in the first global route: 4082
- Adder-cell share of the synthesized area: under 10%
- CTS H-tree lvls: 4
- Worst hold start: count[29]
- Hold Slack: around 0.5 ns
- Status: finished, final reports clean
- Unique cell types: 58
- Yosys stat chip area: about 6500 µm²
- Drt pass-1 iters: 4
- First-pass GRT wire length: just over 20 mm
- Post-DRT Antenna Nets: 0
- Fin crit share: 44.0%
- Clock skew: 0.00565 ns
- Syn Area/Cell: ~11 µm²
- GP Congestion: ~0.8
- CTS Buf Count: 17
- Asr flop ratio synth: 0%
- Actual slew at the worst max-slew pin: slightly above 0.9 ns
- Post-synth EDFFs: about 84
- Critical R2R Capture: hour[5]
- Worst Hold Class: reg -> reg
- Synth Area in XOR/XNOR: 4.04%
- Via density: a little over 5
-- cell usage after synthesis (4+ instances only) --
| cell | count |
|---|---|
| mux2_2 | 8 |
| and4_1 | 7 |
| a211o_1 | 5 |
| buf_2 | 7 |
| a21oi_1 | 14 |
| and4bb_2 | 4 |
| nand4_1 | 7 |
| xor2_1 | 9 |
| mux2i_1 | 42 |
| o32ai_1 | 5 |
| nand3_1 | 24 |
| nand2_1 | 52 |
| nand2b_1 | 6 |
| and3_1 | 7 |
| o21ai_0 | 28 |
| nor3_1 | 14 |
| a31oi_1 | 5 |
| nor2_1 | 51 |
| inv_1 | 8 |
| a211oi_1 | 10 |
| ha_1 | 6 |
| nor3b_1 | 7 |
| edfxtp_1 | 84 |
| and2_1 | 5 |
| dfxtp_1 | 59 |
| xnor2_1 | 21 |
| clkbuf_1 | 19 |
| nor2b_1 | 9 |
| nand3b_1 | 4 |
| nor4_1 | 4 |
-- per-stage QoR --
| stage | worst slack (ns) | power, mW |
|---|---|---|
| global route | 4.23 | 1.75 |
| global placement | 3.97 | 0.938 |
| CTS | 4.37 | 1.71 |
| detailed placement | 3.93 | 0.940 |
| finish | 4.37 | 1.70 |
| floorplan | 2.96 | 0.901 |
-- routing by layer --
metal	global-route usage, %	part of all wire, %	routed length, µm	vias up
met4	2.12	0.83	104	0
li1	-	-	-	2171
met5	0	0	0	-
met2	24.7	46	5720	75
met1	26.3	49	6110	2067
met3	3.15	4.7	584	11
-- power by group --
group / total (mW) / switching [mW] / internal [mW]
logic: 0.0835 / 0.0404 / 0.0431
clock network: 0.777 / 0.309 / 0.468
registers: 0.839 / 0.0216 / 0.818
-- layout make-up --
type / count / area [µm²]
fillers: 1386 / 8240
flip-flops and latches: 143 / 3700
multi-input cells: 389 / 2660
clock buffers: 17 / 425
repair buffers: 45 / 408
well taps: 216 / 270
clock inverters: 15 / 144
inverters: 8 / 30.0
-- how the worst max path moves through the flow --
stage,startpoint,to
finish,reset,stored_second[2][0]
global route,reset,stored_second[2][2]
CTS,reset,stored_minute[2][2]
-- sequential cells by signal, summed over array words and instances (netlist names) --
name / count
stored_hundredth: 21
start_sync: 1
stored_hour: 21
hour: 7
stored_minute: 21
count: 30
second: 7
minute: 7
hundredth: 7
stored_second: 21
-- logic make-up (layout without fill, tap and decap cells) --
group	after synthesis	in the layout
AND-OR/OR-AND	80	80
XOR/XNOR	30	30
adder cells (fa/ha/maj)	6	6
buffers and inverters	36	85
flip-flops	143	143
multiplexers	50	50
AND/OR/NAND/NOR	223	223
-- critical path: stages --
cell             delay [ns]
clkdlybuf4s50_1        0.40
buf_4                  0.20
inv_1                  0.22
nand2_1                0.16
nor3b_2                0.55
buf_4                  0.40
No activity file was given, so power comes from the tool's default toggle rates.
